==> design.v <==
module blink (
    input  logic clk,       
    output logic led        
);
    logic [31:0] counter;
    always_ff @(posedge clk) begin
        counter <= counter + 1;
    end
    assign led = counter[24];
endmodule
==> run.sh <==
#!/bin/bash
# OpenROAD 26Q1-2900-gdf79404cd8, Yosys 0.63+post, stock flow scripts
make -C /OpenROAD-flow-scripts/flow DESIGN_CONFIG=/design/flow/config.mk WORK_HOME=/design/flow/orfs finish
==> config.mk <==
export PLATFORM = sky130hd
export DESIGN_NAME = blink
export DESIGN_NICKNAME = blink
export VERILOG_FILES = /design/flow/design.v
export SDC_FILE = /design/flow/constraint.sdc
export NUM_CORES = 4
export LEC_CHECK = 1
export CORE_AREA = 10 10 90 90
export DIE_AREA = 0 0 100 100
==> constraint.sdc <==
current_design blink

set clk_period 5.8
set clk_io_pct 0.2

create_clock -name clk0 -period $clk_period [get_ports {clk}]

set non_clock_inputs [all_inputs -no_clocks]
set_input_delay [expr $clk_period * $clk_io_pct] -clock clk0 $non_clock_inputs
set_output_delay [expr $clk_period * $clk_io_pct] -clock clk0 [all_outputs]
==> impl_metrics.env <==
# source this file to load flow results
export IMPL_status="finished, final reports clean"
export IMPL_ys_flops=25
export IMPL_arrival_ns=1.08
export IMPL_wirelength_um=1249
export IMPL_num_io_pins=2
export IMPL_clock_path_buffers=2
export IMPL_async_reset_ff_share_pct=0
export IMPL_clockRootBuffer="clkbuf_8"
export IMPL_grt_total_usage_pct=2.669
export IMPL_slew_violations=0
export IMPL_topCellsByArea="dfxtp_1, xor2_1, xnor2_1, and3_1, nand3_1"
export IMPL_dieArea_mm2=0.01000
export IMPL_cts_hold_buffers_added=0
export IMPL_place_congestion=0.7500
export IMPL_hold_path_depth=1
export IMPL_clock_sinks=25
export IMPL_largest_reg_flops=25
export IMPL_synth_seq_share_pct=51.95
export IMPL_top_register="counter"
export IMPL_core_mm2=0.006277
export IMPL_tns_ns=0
export IMPL_skew_ns=0.005880
export IMPL_drt_pass1_iter_count=2
export IMPL_cts_clk_slew_worst_paths_ns=0.09
export IMPL_max_cap_viol_count=0
export IMPL_wl_per_cell_um=7.304
export IMPL_crit_path_start_kind="flip-flop"
export IMPL_num_vias=584
export IMPL_path_max_fanout=2
export IMPL_synth_area_um2=963.4
export IMPL_reg2regPathDepth=5
export IMPL_port_buffers=1
export IMPL_crit_type="flip-flop to output port"
export IMPL_clock_latency_ns=0.26
export IMPL_drcViolationCount=0
export IMPL_path_buffers=1
export IMPL_leakagePower_nw=0.4564
export IMPL_critical_path_required_ns=4.64
export IMPL_reg2reg_slack_ns=4.14
export IMPL_stdcell_count=171
export IMPL_synth_stat_cells=90
export IMPL_powerDensity_mw_per_mm2=244.2
export IMPL_area_growth_pct=15.33
export IMPL_postSynthAreaPerCell_um2=10.70
export IMPL_hold_path_class="flip-flop to flip-flop"
export IMPL_netlist_area_leader_share_pct=51.95
export IMPL_r2r_end="counter[20]"
export IMPL_ant_nets=0
export IMPL_end_kind="output port"
export IMPL_final_util_pct=17.70
export IMPL_cts_made_buffers=3
export IMPL_fmax_mhz=445.8
export IMPL_power_uw=271.3
export IMPL_setup_viol=0
export IMPL_via_per_inst=3.415
export IMPL_ys_types=18
export IMPL_fill_cells=676
export IMPL_dp_cells=167
export IMPL_final_hold_viol_count=0
export IMPL_post_route_min_period_ns=2.243
export IMPL_edf_count=0
export IMPL_yosysMostFrequentCell="dfxtp_1"
export IMPL_die_x_um=100
export IMPL_ir_drop_v=0.0001403
export IMPL_path_depth=1
export IMPL_log_warning_count=25
export IMPL_rows=29
export IMPL_die_height_um=100
export IMPL_path_cells="clkdlybuf4s50_1"
export IMPL_drt_iter0_drc=50
export IMPL_placed_cell_area_mm2=0.001065
export IMPL_grt_max_degree=15
export IMPL_fin_crit_sh_pct=38.68
export IMPL_synthesis_instances=90
export IMPL_grt_pass1_vias=531
export IMPL_antenna_found_initial=0
export IMPL_top_regs="counter: 25 flops"
export IMPL_grt_overflow=0
export IMPL_grt_pass1_wl_um=2332
export IMPL_drive_above_1_share_pct=7.447
export IMPL_yosys_area_um2=963.4
export IMPL_grt_setup_unrepaired="no"
export IMPL_r2r_start="counter[0]"
export IMPL_relSlewSlack_pct=67.84
export IMPL_ys_warn_count=1
export IMPL_top_cells_by_count="dfxtp_1, xor2_1, xnor2_1"
export IMPL_cpPeakStageDelay_ns=0.47
export IMPL_tightestPinTransition_ns=0.4797
export IMPL_cts_setup_buffers=0
export IMPL_final_area_mm2=0.001111
export IMPL_h_tree_depth=1
export IMPL_synth_area_leader_cell="dfxtp_1"
export IMPL_crit_path_start="counter[24]"
export IMPL_post_cts_resized=0
export IMPL_num_antenna_cells=0
export IMPL_ff_type="dfxtp_1"
export IMPL_critPathTopFamily="buffers and inverters"
export IMPL_crit_slowest_cell="clkdlybuf4s50_1"
export IMPL_cts_tree="yes"
export IMPL_fp_util_pct=15.35
export IMPL_crit_end="led"
export IMPL_dp_hpwl_um=885.7
how the worst min path moves through the flow:
stage,from,endpoint
after CTS,counter[0],counter[0]
after global routing,counter[0],counter[0]
final,counter[0],counter[0]
metal layers:
metal | GRT usage, % | share of wire, % | up-vias
met3 | 1.110 | 4.2 | 2
met2 | 3.484 | 41 | 4
li1 | - | - | 317
met5 | 0 | 0 | -
met1 | 4.120 | 55 | 261
met4 | 0.2174 | 0.32 | 0
power breakdown:
part	switching [mW]	internal, mW
Sequential	0	0.171
Combinational	0	0
Clock	0.0520	0.0479
Total	0.0520	0.219
cell families (layout without fill, tap and decap cells):
logic type	count (synthesis)	after routing	synth area share, %
AND/OR/NAND/NOR	39	39	24.93
flip-flops	25	25	51.95
XOR/XNOR	23	23	20.91
buffers and inverters	2	6	0.9082
adder cells (fa/ha/maj)	1	1	1.298
area by class of cell:
| class | count | area [um^2] | area share [%] |
|---|---|---|---|
| Tap cell | 77 | 96.34 | 8.671 |
| Sequential cell | 25 | 500.5 | 45.04 |
| Inverter | 1 | 3.754 | 0.3378 |
| Clock buffer | 3 | 41.29 | 3.716 |
| Timing Repair Buffer | 1 | 10.01 | 0.9009 |
| Multi-Input combinational cell | 63 | 454.2 | 40.88 |
| Clock inverter | 1 | 5.005 | 0.4504 |
layout by cell type (no fill, tap or decap), drive strengths merged:
| cell | instances |
|---|---|
| and3 | 7 |
| and4 | 2 |
| clkbuf | 3 |
| clkdlybuf4s50 | 1 |
| clkinv | 1 |
| dfxtp | 25 |
| ha | 1 |
| inv | 1 |
| nand2 | 6 |
| nand3 | 7 |
| nand3b | 1 |
| nand4 | 5 |
| nand4bb | 1 |
| nor2 | 5 |
| nor3 | 4 |
| nor4 | 1 |
| xnor2 | 9 |
| xor2 | 14 |
metrics by stage:
step           hold WS [ns]  setup slack (ns)
3_3_place_gp         0.3812             3.851
5_1_grt              0.4311             3.515
3_5_place_dp         0.3876             3.837
6_report             0.4061             3.557
4_1_cts              0.4081             3.532
2_1_floorplan        0.3707             4.345
Power figures rest on the tool's default switching activity, not on a simulated workload.
