<file path="./run.sh">
#!/bin/bash
# OpenROAD 26Q1-2900-gdf79404cd8, Yosys 0.63+post, stock flow scripts
make -C /OpenROAD-flow-scripts/flow DESIGN_CONFIG=/design/flow/config.mk WORK_HOME=/design/flow/orfs finish
</file>
<file path="./config.mk">
export PLATFORM = sky130hd
export DESIGN_NAME = clkdiv
export DESIGN_NICKNAME = clkdiv
export VERILOG_FILES = /design/flow/design.v
export SDC_FILE = /design/flow/constraint.sdc
export NUM_CORES = 4
export LEC_CHECK = 1
export CORE_AREA = 10 10 77 77
export DIE_AREA = 0 0 87 87
</file>
<file path="./constraint.sdc">
current_design clkdiv

set clk_period 6.7
set clk_io_pct 0.2

create_clock -name clk0 -period $clk_period [get_ports {clkin}]

set non_clock_inputs [all_inputs -no_clocks]
set_input_delay [expr $clk_period * $clk_io_pct] -clock clk0 $non_clock_inputs
set_output_delay [expr $clk_period * $clk_io_pct] -clock clk0 [all_outputs]
</file>
<file path="./design.v">
module clkdiv
  #( fin = 50_000_000, fout = 1000 )
   ( input logic clkin, 
     output logic clkout );
   localparam divider = fin / fout / 2 - 1 ;
   logic [$clog2(divider):0] count ;
   always_ff @(posedge clkin) 
     count <= !count ? $bits(count)'(divider) : count - 1'b1 ;
   always_ff @(posedge clkin) 
     clkout <= count ? clkout : ~clkout ;
endmodule
</file>
==> impl_metrics.yaml <==
# generated from flow reports
power_and_ir_drop:
  clockPowerShare: 0.421
  p_sw_mw: 0.03193
  p_int_mw: 0.1440
  ir_drop_mv: 0.06695
  power_density_mw_per_mm2: 210.2
  swShare: 0.1815
  comb_power_share: 0
  seqPwrFrac: 0.579
  p_leak_nw: 0.3101
clock_tree:
  cts_hold_buf: 0
  numCtsBuffers: 3
  cts_sinks: 17
  htreeDepth: 1
  path_clk_slew_ns: 0.06
  clk_latency_ns: 0.25
  clockRootBuffer: "clkbuf_8"
  cts.path.max_buffers: 2
  tritoncts: "built"
  post_cts_resized: 0
  post_cts_buffers: 0
floorplan:
  ioPinCount: 2
  core_area_mm2: 0.004354
  die-height_um: 87
  row_count: 24
  die_x_um: 87
  fp_util: 0.1672
  die-area_mm2: 0.007569
global_route:
  grt_pass1_vias: 496
  grt_pass1_wl_um: 2076
  grt_overflow: 0
  antenna_found_initial: 0
  grtUsageTotal: 0.03212
  grt_max_degree: 10
yosys:
  ys_seq_elements: 17
  mappedNetlistArea_um2: 728.2
  largest_area_cell: "dfxtp_1"
  syn_inst: 72
  ys_seq_frac: 0.4811
  ys_cells: 72
  synth-edff-count: 1
  fa_ha_area_frac: 0.01718
  synth_warnings: 1
  synth-simple-area-share: 0.2543
  top_cells_by_count: "16 x dfxtp_1, 7 x nand2_1, 5 x nor2_1, 5 x xnor2_1, 5 x xor2_1"
  top_area_frac: 0.4399
  mux_share: 0.01546
  ys_sh_xor: 0.1203
  avgSynthCellArea_um2: 10.11
  area_leaders: "dfxtp_1 44%, xnor2_1 6.0%, xor2_1 6.0%, edfxtp_1 4.1%, nand2_1 3.6%"
  most_common_cell: "dfxtp_1"
  synth-async-reset-ratio: 0
  yosysUniqueCellTypes: 26
  ys_sh_aoi: 0.05842
  logic_family: "simple AND/OR/NAND/NOR gates"
  ys.flop_type: "dfxtp_1"
  ys_area_um2: 728.2
worst_setup_path:
  path_cells: "clkdlybuf4s50_1"
  crit_arrival_ns: 1.06
  worstPathRequired_ns: 5.36
  cpPeakStageDelay_ns: 0.47
  worstPathMaxFanout: 2
  endpoint_kind: "primary output"
  crit_slowest_cell: "clkdlybuf4s50_1"
  start_kind: "flip-flop"
  path_buffers: 1
  critical_path_class: "reg -> out"
  path_delay_family: "buffers and inverters"
detailed_routing:
  vias: 506
  drtIter0Drc: 23
  drcViolationCount: 0
  first_pass_iters: 4
  wl_per_cell_um: 8.813
  antenna-diode-count: 0
  wl_um: 1128
  vias_per_cell: 3.953
  postRouteAntennaNets: 0
placement:
  dpl_worst_slack_ns: 4.353
  dpl_cell_area_um2: 792.0
  place_congestion: 0.8253
  dpl.hpwl_um: 819.8
  port-buffer-count: 1
status:
  status: "finished, final reports clean"
flow_run:
  warnings: 25
  maxCapViolations: 0
sta:
  setup_tns_ns: 0
  maxSlewViolCount: 0
  worst_hold_slack_ns: 0.4428
  slew_headroom: 0.4559
  hold_viol_final: 0
  period_used_share: 0.3576
  layout_setup_ws_ns: 4.304
  finalCriticalPeriod_ns: 2.396
  rsz0062_at_grt: "false"
  fmax_mhz: 417.3
  final-setup-viol-count: 0
  fin_skew_ns: 0.0006110
  worst_pin_slew_ns: 0.8086
worst_hold_path:
  hp-class: "reg -> reg"
final_layout:
  final_area_um2: 837.1
  fin_util: 0.1922
  syn_to_final_growth_pct: 14.95
  drive_above_1_share: 0.1842
[final cells by class]
| type | instances | area, µm² |
|---|---|---|
| inverter | 4 | 27.53 |
| sequential | 17 | 350.3 |
| clock buffer | 4 | 45.04 |
| tap | 52 | 65.06 |
| fill | 456 | 3517 |
| timing repair buffer | 1 | 10.01 |
| multi-input combinational | 50 | 339.1 |
[worst paths after layout]
kind,start,end,slack [ns],depth (start not counted)
worst max register to register,count[0],clkout,4.32,6
worst min register to register,count[0],count[0],0.44,1
worst max-delay path,clkout,clkout,4.30,1
worst min-delay path,count[0],count[0],0.44,1
[power groups by stage]
| stage | sequential, mW | clock (mW) | combinational (mW) |
|---|---|---|---|
| after CTS | 0.102 | 0.0760 | 0.000000147 |
| after global routing | 0.102 | 0.0814 | 0.000000147 |
| final | 0.102 | 0.0740 | 0.000000147 |
[sequential cells by signal, indices dropped and copies added (netlist names)]
signal,cells
count,16
clkout,1
[per-layer routing]
layer / up-vias / wire length [µm] / global-route usage
met2: 10 / 438 / 0.04197
met4: 0 / 5 / 0.005891
li1: 258 / - / -
met5: - / 0 / 0
met1: 236 / 621 / 0.04701
met3: 2 / 63 / 0.01509
[placed cells by master, fill, tap and decap left out, types with 3 or more instances in the layout]
cell type and instances:
clkbuf_8 3, dfxtp_1 16, inv_1 3, nand2_1 7
nor2_1 5, nor2_2 4, nor3_1 3, nor4_1 3
xnor2_1 5, xor2_1 5
[through the flow]
step	std cells	power, mW
after global routing	128	0.1832
after CTS	128	0.1778
after floorplan	72	0.1041
after detailed placement	124	0.1041
after global placement	124	0.1041
final	128	0.1759
[kinds of logic after synthesis]
family          after synthesis
compound gates                6
xor+xnor                     10
fa+ha+maj                     1
buf+inv                       5
flops                        17
mux                           1
simple gates                 32
Power figures rest on the tool's default switching activity, not on a simulated workload.
